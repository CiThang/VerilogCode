<file path="flow/config.mk">
export PLATFORM = sky130hd
export DESIGN_NAME = priority_encoder_83
export DESIGN_NICKNAME = priority_encoder_83
export VERILOG_FILES = /design/flow/design.v
export SDC_FILE = /design/flow/constraint.sdc
export NUM_CORES = 4
export LEC_CHECK = 1
export CORE_AREA = 10 10 70 70
export DIE_AREA = 0 0 80 80
</file>
<file path="flow/constraint.sdc">
current_design priority_encoder_83

set clk_period 1.0
set clk_io_pct 0.2

create_clock -name clk0 -period $clk_period

set non_clock_inputs [all_inputs -no_clocks]
set_input_delay [expr $clk_period * $clk_io_pct] -clock clk0 $non_clock_inputs
set_output_delay [expr $clk_period * $clk_io_pct] -clock clk0 [all_outputs]
</file>
<file path="flow/design.v">
module priority_encoder_83(
    input wire [7:0] val,
    output reg [2:0] y
);
    always @(*) begin
        if(val[7]) begin
            y = 3'b111;
        end
        else if(val[6]) begin
            y = 3'b110;
        end
        else if(val[5]) begin
            y = 3'b101;
        end
        else if(val[4]) begin
            y = 3'b100;
        end
        else if(val[3]) begin
            y = 3'b011;
        end
        else if(val[2]) begin
            y = 3'b010;
        end
        else if(val[1]) begin
            y = 3'b001;
        end
        else begin
            y = 3'b000;
        end
    end
endmodule
</file>
<file path="flow/run.sh">
#!/bin/bash
# OpenROAD 26Q1-2900-gdf79404cd8, Yosys 0.63+post, stock flow scripts
make -C /OpenROAD-flow-scripts/flow DESIGN_CONFIG=/design/flow/config.mk WORK_HOME=/design/flow/orfs finish
</file>
==> flow_summary.toml <==
# physical design summary
[power]
power.density_nw_per_um2 = 227
fin_total_pwr_mw = 0.0421
ir_worst_vdd_mv = 0.0223
p_leak_nw = 0.0651

[cts]
cts_hold_buf = 0

[global_routing]
first_global_vias = 95
grt_first_pass_wirelength_microns = 393
grt_start_max_net_pins = 4
antenna_found_initial = 0
grt.overflow.total = 0
track_usage_pct = 0.716

[routing]
num_vias = 107
post_drt_wl_per_cell_microns = 4.33
wirelength_microns = 290
first_iter_violations = 0
viasPerCell = 1.60
postRouteAntennaNets = 0
first_pass_iters = 1
diodes = 0
drc_errors = 0

[floorplanning]
die_area_sq_um = 6400
die_w_microns = 80
die_h_microns = 80
io_pins = 11
core.rowCount = 21
core-area_sq_um = 3420
fp_util_pct = 1.32

[finish]
syn_to_final_growth_pct = 311
seqCellArea_sq_um = 0
fillCellCount = 409
stdcell_count = 67
nClkBuffers = 0
lay_top_cells = "6 x buf_2, 4 x clkdlybuf4s15_1, 2 x a21oi_1, 2 x nor2_2, 2 x nand2_1"
stdcell_area_sq_um = 185
lay_top_count = "buf_2"
drive_above_1_share_pct = 42.9
flops = 0

[run]
maxCapViolCount = 0
openroad.warnings = 34

[synth]
ys_cells = 10
syn_inst = 10
logic_family = "AND-OR/OR-AND gates"
yosys_area_sq_um = 45.0
xor_area_share_pct = 0
netlist.area_leader.share_pct = 22.2
synth_area_per_cell_sq_um = 4.50
ys_seq_share_pct = 0
adder_share_pct = 0
yosys_warnings = 1
yosysTopAreaCell = "a21oi_1"
mux_area_share_pct = 0
synth.distinct_cells = 7
topCellsByArea = "a21oi_1 22%, nand2_1 17%, nor2_1 17%"
synthAoiAreaFrac_pct = 50.0
simple_gate_area_share_pct = 33.3
synth_area_sq_um = 45.0

[setup_path]
critPathLaunchType = "input pin"
endpoint_kind = "output pin"
critPathKind = "input pin to output pin"
cp_max_fo = 2
cp.required_ps = 800
path_cells = "clkdlybuf4s15_1, a21oi_1, o31ai_1, buf_2"
slowest_stage = "clkdlybuf4s15_1"
max_stage_delay_ps = 180
cp.arrival_ps = 740

[final_timing]
fmax_mhz = 1060
finalCritPeriodShare_pct = 94.0
drv_slew = 0
tightest_slew_ps = 183
holdWs_ps = 669
rsz0062_at_grt = "true"
finalSetupViolations = 0
relSlewSlack_pct = 87.7
fin_crit_ps = 940
hold_viol_final = 0

[status]
outcome = "finished clean"

[placed_design]
place_congestion = 0.810
dp_cells = 66
port_buffers = 10
placed_area_sq_um = 203

[hold_path]
hold_class = "input pin to output pin"
## worst paths after layout
path  startpoint   end  slack (ps)  cells past startpoint
max       val[3]  y[0]          60                      4
min       val[4]  y[0]         670                      3
## cell families (layout without fill, tap and decap cells)
| family | after synthesis | after routing |
|---|---|---|
| buf+inv | 2 | 13 |
| simple gates | 4 | 4 |
| compound gates | 4 | 4 |
## critical path: cells and delay by family
family / cells / cell delay (ps)
buffers and inverters: 2 / 310
AOI/OAI and AO/OA: 2 / 220
## where the power goes
group | total, mW | switching [mW] | internal (mW)
Clock | 0 | 0 | 0
Sequential | 0 | 0 | 0
Combinational | 0.0421 | 0.0163 | 0.0258
## Yosys cell counts, drive strengths merged
| cell type | instances |
|---|---|
| a21oi | 2 |
| inv | 1 |
| nand2 | 2 |
| o21ai | 1 |
| nor2 | 2 |
| o31ai | 1 |
| clkinv | 1 |
## area by class of cell
class | instances | area (sq um) | area share (%)
timing repair buffer | 11 | 77.6 | 41.9
inverter | 2 | 7.51 | 4.05
tap | 46 | 57.6 | 31.1
multi-input combinational | 8 | 42.5 | 23.0
## what timing repair did
| item | in CTS | in global routing |
|---|---|---|
| buffers inserted | 1 | 0 |
| gates resized | 32 | 2 |
| cloned | 0 | 0 |
| pin swaps | 7 | 4 |
| endpoints found under the setup margin | 3 | 3 |
## per-stage QoR
stage	utilization [%]	worst slack [ps]	setup TNS [ps]
global placement	5.93	-615	-1670
detailed placement	5.93	-620	-1700
global route	5.42	-17.1	-17.1
CTS	5.57	0.801	0
floorplan	-	372	0
finish	5.42	59.9	0
## metal layers
| metal | part of all wire [%] | global-route usage (%) | up-vias |
|---|---|---|---|
| met4 | 0 | 0 | 0 |
| met5 | 0 | 0 | - |
| met1 | 56 | 1.12 | 42 |
| met2 | 19 | 0.722 | 10 |
| met3 | 25 | 0.568 | 0 |
| li1 | - | - | 55 |
Power is estimated from default activity; no workload was simulated.
