File: /design/flow/run.sh
#!/bin/bash
# OpenROAD 26Q1-2900-gdf79404cd8, Yosys 0.63+post, stock flow scripts
make -C /OpenROAD-flow-scripts/flow DESIGN_CONFIG=/design/flow/config.mk WORK_HOME=/design/flow/orfs finish
File: /design/flow/config.mk
export PLATFORM = sky130hd
export DESIGN_NAME = hex2seg
export DESIGN_NICKNAME = hex2seg
export VERILOG_FILES = /design/flow/design.v
export SDC_FILE = /design/flow/constraint.sdc
export NUM_CORES = 4
export LEC_CHECK = 1
export CORE_AREA = 10 10 70 70
export DIE_AREA = 0 0 80 80
File: /design/flow/constraint.sdc
current_design hex2seg

set clk_period 1.4
set clk_io_pct 0.2

create_clock -name clk0 -period $clk_period

set non_clock_inputs [all_inputs -no_clocks]
set_input_delay [expr $clk_period * $clk_io_pct] -clock clk0 $non_clock_inputs
set_output_delay [expr $clk_period * $clk_io_pct] -clock clk0 [all_outputs]
File: /design/flow/design.v
module hex2seg(
    input wire [3:0] hex,
    output reg [6:0] seg_a,  
    output reg [6:0] seg_b   
);
    reg [3:0] a, b;  
    always @(*) begin
        a = hex / 10;
        b = hex % 10;
        case (a)
            4'd0: seg_a = 7'b0000001;
            4'd1: seg_a = 7'b1001111;
            4'd2: seg_a = 7'b0010010;
            4'd3: seg_a = 7'b0000110;
            4'd4: seg_a = 7'b1001100;
            4'd5: seg_a = 7'b0100100;
            4'd6: seg_a = 7'b0100000;
            4'd7: seg_a = 7'b0001111;
            4'd8: seg_a = 7'b0000000;
            4'd9: seg_a = 7'b0000100;
            default: seg_a = 7'b1111111;  
        endcase
        case (b)
            4'd0: seg_b = 7'b0000001;
            4'd1: seg_b = 7'b1001111;
            4'd2: seg_b = 7'b0010010;
            4'd3: seg_b = 7'b0000110;
            4'd4: seg_b = 7'b1001100;
            4'd5: seg_b = 7'b0100100;
            4'd6: seg_b = 7'b0100000;
            4'd7: seg_b = 7'b0001111;
            4'd8: seg_b = 7'b0000000;
            4'd9: seg_b = 7'b0000100;
            default: seg_b = 7'b1111111;  
        endcase
    end
endmodule
==> node_exporter_impl.prom <==
# HELP chip_impl_metric Implementation results
# TYPE chip_impl_metric gauge
chip_impl_info{name="status",value="finished, violations left"} 1
chip_impl_info{name="violations",value="negative setup slack"} 1
chip_impl_metric{name="layout.area.seq",unit="um^2"} 0
chip_impl_metric{name="cts_hold_repair.buffers",unit=""} 0
chip_impl_metric{name="timing.critical_path.required",unit="ns"} 1.12
chip_impl_metric{name="design.seq.count",unit=""} 0
chip_impl_metric{name="hpwl",unit="um"} 1140
chip_impl_metric{name="grt_pass1_vias",unit=""} 506
chip_impl_info{name="synthDominantAreaCellType",value="sky130_fd_sc_hd__buf_4"} 1
chip_impl_info{name="hold_path.class",value="primary input to primary output"} 1
chip_impl_metric{name="core.rowCount",unit=""} 21
chip_impl_metric{name="cp.buffers_inverters",unit=""} 2
chip_impl_metric{name="period_minus_ws_final",unit="ns"} 1.81
chip_impl_metric{name="clock_buffers",unit=""} 0
chip_impl_metric{name="route.antenna.diode_count",unit=""} 0
chip_impl_metric{name="route.vias.total",unit=""} 535
chip_impl_metric{name="timing_hold_violations_final",unit=""} 0
chip_impl_metric{name="yosysSeqAreaShare",unit=""} 0
chip_impl_metric{name="finalSetupViolations",unit=""} 7
chip_impl_metric{name="fin_setup_tns",unit="ns"} -1.89
chip_impl_metric{name="ant_nets",unit=""} 0
chip_impl_metric{name="post_synthesis_cell_type_count",unit=""} 33
chip_impl_info{name="worst_path_most_repeated_cell",value="sky130_fd_sc_hd__nor2b_4"} 1
chip_impl_metric{name="synthesis.area",unit="um^2"} 458
chip_impl_metric{name="drt-total-wl",unit="um"} 1570
chip_impl_info{name="common_cells",value="9 x sky130_fd_sc_hd__buf_4, 5 x sky130_fd_sc_hd__a21oi_1, 4 x sky130_fd_sc_hd__ha_1, 4 x sky130_fd_sc_hd__inv_1, 4 x sky130_fd_sc_hd__o21ai_1"} 1
chip_impl_metric{name="worst-endpoint-arrival",unit="ns"} 1.53
chip_impl_metric{name="synthCells",unit=""} 63
chip_impl_metric{name="design_power_total",unit="uW"} 300
chip_impl_metric{name="layout-drive-gt1-share",unit=""} 0.652
chip_impl_metric{name="log.warning_count",unit=""} 37
chip_impl_info{name="unrepaired_setup_endpoints_after_global_routing",value="true"} 1
chip_impl_info{name="critical_path_launch_point",value="hex[3]"} 1
chip_impl_info{name="endpoint",value="seg_b[5]"} 1
chip_impl_metric{name="number_of_vias_per_cell",unit=""} 3.96
chip_impl_metric{name="drv_slew",unit=""} 0
chip_impl_metric{name="wl_per_cell",unit="um"} 11.6
chip_impl_metric{name="post_synth.cell_area_avg",unit="um^2"} 7.27
chip_impl_info{name="cp_top_family",value="AND-OR/OR-AND gates"} 1
chip_impl_metric{name="die-width",unit="um"} 80
chip_impl_metric{name="grt_util_all_layers",unit=""} 0.0464
chip_impl_metric{name="hold_depth",unit=""} 6
chip_impl_metric{name="initialDrtViolationCount",unit=""} 22
chip_impl_metric{name="drt_pass1_iterations",unit=""} 3
chip_impl_info{name="crit_path_cell_trace",value="buf_8 -> nor2b_4 -> a21o_1 -> ha_4 -> nor2b_4 -> o32ai_2 -> o2bb2ai_1 -> buf_2"} 1
chip_impl_info{name="startpoint_type",value="primary input"} 1
chip_impl_metric{name="port-buffer-count",unit=""} 15
chip_impl_metric{name="crit_fanout",unit=""} 3
chip_impl_metric{name="power.ir.vdd_worst",unit="uV"} 70.7
chip_impl_metric{name="yosys_area",unit="um^2"} 458
chip_impl_metric{name="gpl.final_weighted_congestion",unit=""} 0.853
chip_impl_info{name="worst_setup_path_end_kind",value="primary output"} 1
chip_impl_metric{name="globalRoute.totalOverflow",unit=""} 0
chip_impl_metric{name="floorplan_utilization",unit=""} 0.134
chip_impl_metric{name="synth_stat.cells",unit=""} 63
chip_impl_info{name="crit_type",value="primary input to primary output"} 1
chip_impl_info{name="post_synth_main_area_contributors",value="sky130_fd_sc_hd__buf_4 15%, sky130_fd_sc_hd__ha_1 11%, sky130_fd_sc_hd__a21oi_1 5.5%"} 1
chip_impl_metric{name="grt_pass1_wl",unit="um"} 2500
chip_impl_metric{name="finalWorstSetupSlack",unit="ns"} -0.407
chip_impl_metric{name="grt_antenna_before_repair",unit=""} 0
chip_impl_metric{name="finalClockPeriodUsage",unit=""} 1.29
chip_impl_metric{name="detail_route.drc_violations",unit=""} 0
chip_impl_metric{name="grt_start_max_net_pins",unit=""} 10
chip_impl_metric{name="power.density_cell_area",unit="mW/mm^2"} 341
chip_impl_metric{name="max_cap_viol_count",unit=""} 0
chip_impl_metric{name="ys.warnings.count",unit=""} 1
chip_impl_metric{name="leakagePower",unit="nW"} 0.393
chip_impl_metric{name="cp_slowest_stage_delay",unit="ns"} 0.22
chip_impl_metric{name="synthDominantCellAreaShare",unit=""} 0.148
chip_impl_metric{name="chipHeight",unit="um"} 80
chip_impl_info{name="cell_with_the_largest_stage_delay_on_the_worst_path",value="sky130_fd_sc_hd__ha_4"} 1
chip_impl_metric{name="boundaryPins",unit=""} 18
chip_impl_metric{name="die-area",unit="mm^2"} 0.00640
chip_impl_metric{name="path_depth",unit=""} 8
chip_impl_metric{name="clock.fmax",unit="MHz"} 553
chip_impl_metric{name="flow.area_growth_from_synthesis",unit="%"} 92.1
chip_impl_info{name="synthMostInstantiatedCell",value="sky130_fd_sc_hd__buf_4"} 1
chip_impl_metric{name="core_region_area",unit="mm^2"} 0.00342
[how the worst min path moves through the flow]
stage	endpoint	slack, ns	startpoint
global route	seg_b[2]	1.13	hex[2]
CTS	seg_b[4]	1.09	hex[1]
finish	seg_b[2]	1.10	hex[2]
[per-stage QoR]
step,setup WS [ns],util,instances,hold WS [ns],area (um^2)
finish,-0.407,0.258,135,1.10,880
global route,-0.509,0.258,135,1.13,880
CTS,-0.425,0.245,134,1.09,838
detailed placement,-1.36,0.214,128,1.71,731
global placement,-1.33,0.214,128,1.70,731
floorplan,-0.288,-,64,0.643,539
[routing by layer]
metal  up-vias  share of wire  global-route usage
met5         -              0                   0
met3         0          0.063              0.0102
li1        271              -                   -
met2         9           0.49              0.0835
met1       255           0.45              0.0581
met4         0              0                   0
[cells by family after synthesis]
| family | Yosys count | share of synthesized area |
|---|---|---|
| other cells | 2 | 0.0164 |
| xor+xnor | 1 | 0.0191 |
| compound gates | 21 | 0.328 |
| simple gates | 19 | 0.279 |
| fa+ha+maj | 4 | 0.109 |
| buf+inv | 16 | 0.249 |
[power breakdown]
part / leakage [nW] / internal, mW / switching [mW]
sequential: 0 / 0 / 0
combinational: 0.393 / 0.174 / 0.126
clock: 0 / 0 / 0
[cells in the final DEF, fill, tap and decap left out, drive strengths merged, types with 2 or more instances in the layout]
master | synthesis | routed
buf | 12 | 32
a21oi | 5 | 5
o21ai | 5 | 5
ha | 4 | 4
inv | 4 | 4
conb | 2 | 3
dlygate4sd2 | 0 | 3
nor2 | 3 | 3
nand2 | 3 | 3
and4b | 3 | 3
nor2b | 2 | 2
nand2b | 2 | 2
clkbuf | 0 | 2
o21a | 2 | 2
[final cells by class]
class                           instances  area (um^2)
Tap cell                               46         57.6
Fill cell                             364         2540
Inverter                                4         25.0
Timing Repair Buffer                   37          317
Multi-Input combinational cell         48          480
[repair_timing]
action	CTS	global route
pin swaps	15	10
cloned	0	0
setup buffers	6	2
endpoints found under the hold margin	0	0
resized	68	15
setup endpoints to repair	11	8
[worst min-delay path: stages]
cell	delay, ns
sky130_fd_sc_hd__buf_8	0.08
sky130_fd_sc_hd__buf_4	0.15
sky130_fd_sc_hd__a21oi_4	0.06
sky130_fd_sc_hd__nor2_4	0.10
sky130_fd_sc_hd__a2bb2oi_2	0.05
sky130_fd_sc_hd__buf_2	0.11
No activity file was given, so power comes from the tool's default toggle rates.
