--- flow/design.v ---
module my_dff8(
    input wire clk,
    input wire [7:0] d,
    output reg [7:0] q
);
    always @(posedge clk ) begin
        begin
            q <= d; 
        end
    end
endmodule
module mux_82 (
    input wire [7:0] d1, d2, d3, d4,  
    input wire [1:0] sel,
    output reg [7:0] out
);
    always @(*) begin
        case (sel)
            2'b00: out = d1;
            2'b01: out = d2;
            2'b10: out = d3;
            2'b11: out = d4;
            default: out = 8'b00000000;
        endcase
    end
endmodule
module top_module(
    input wire clk,
    input wire [7:0] d0,  
    input wire [1:0] sel,
    output wire [7:0] q  
);
    wire [7:0] d1;
    wire [7:0] d2;
    wire [7:0] d3;
    my_dff8 dff_inst_1 (
        .clk(clk),
        .d(d0),
        .q(d1)
    );
    my_dff8 dff_inst_2 (
        .clk(clk),
        .d(d1),
        .q(d2)
    );
    my_dff8 dff_inst_3 (
        .clk(clk),
        .d(d2),
        .q(d3)
    );
    mux_82 mux_inst (
        .d1(d0),
        .d2(d1),
        .d3(d2),
        .d4(d3),
        .sel(sel),
        .out(q)
    );
endmodule
--- flow/run.sh ---
#!/bin/bash
# OpenROAD 26Q1-2900-gdf79404cd8, Yosys 0.63+post, stock flow scripts
make -C /OpenROAD-flow-scripts/flow DESIGN_CONFIG=/design/flow/config.mk WORK_HOME=/design/flow/orfs finish
--- flow/config.mk ---
export PLATFORM = sky130hd
export DESIGN_NAME = top_module
export DESIGN_NICKNAME = top_module
export VERILOG_FILES = /design/flow/design.v
export SDC_FILE = /design/flow/constraint.sdc
export NUM_CORES = 4
export LEC_CHECK = 1
export CORE_AREA = 10 10 81 81
export DIE_AREA = 0 0 91 91
--- flow/constraint.sdc ---
current_design top_module

set clk_period 1.1
set clk_io_pct 0.2

create_clock -name clk0 -period $clk_period [get_ports {clk}]

set non_clock_inputs [all_inputs -no_clocks]
set_input_delay [expr $clk_period * $clk_io_pct] -clock clk0 $non_clock_inputs
set_output_delay [expr $clk_period * $clk_io_pct] -clock clk0 [all_outputs]
==> job_summary.md <==
## PnR job results

| Metric | Value |
|---|---|
| Post-Synthesis Cells | `34` |
| Clock sink count | `24` |
| Final design utilization | `0.206` |
| Comb area leader | `multiplexers` |
| Req. time, crit path | `0.88 ns` |
| Hold WS | `around 0.20 ns` |
| VDD IR max | `0.618 mV` |
| Leakage Power | `0.396 nW` |
| Fmax | `725 MHz` |
| Global placer's final weighted congestion | `0.667` |
| Post-Syn Area | `approximately 700 sq um` |
| Worst r2r path cells | `0` |
| Cell Type Count | `3` |
| Vias per inst | `2.84` |
| # fillers | `~530` |
| Failing checks | `setup timing` |
| Area grow syn2layout | `45.2%` |
| Most common reg cell | `dfxtp_1` |
| Yosys stat area | `683 sq um` |
| Critical Path End Type | `output port` |
| CTS tree | `built` |
| Clock Pin Slew Worst Setup and Hold Paths | `0.08 ns` |
| WHS Path Cells | `1` |
| Tool warnings | `27` |
| Share of cells above drive strength 1 | `0.534` |
| Final instance area | `between 900 and 1000 sq um` |
| Commonest cells post-synth | `dfxtp_1 (24), mux4_2 (8), buf_6 (2)` |
| Synth warn | `2` |
| Cell Rows | `25` |
| WL per Instance | `about 11 um` |
| Total track usage | `0.0342` |
| Antenna diodes | `0` |
| Yosys Instances | `34` |
| FF-to-FF End | `dff_inst_2.q[1]` |
| Clock latency (worst-skew pair) | `0.26 ns` |
| CTS Buffer Depth | `2` |
| Adder Area Share | `0` |
| PnR Total Power | `1.64 mW` |
| PnR worst setup slack | `-0.279 ns` |
| Async SR Flop Fraction | `0` |
| Root Buffer | `clkbuf_8` |
| Unrepaired setup endpoints after global routing | `yes` |
| Hold Path Origin | `d0[1]` |
| Status | `finished with violations` |
| Placed instance area | `960 sq um` |
| Final setup fails | `8` |
| Final wirelength | `around 1.3 mm` |
| Total number of vias | `355` |
| Post-Synth XOR/XNOR Area | `0` |
| Detail Route Antenna Nets | `0` |
| Grt ovf | `0` |
| Ao+oa area frac | `0` |
| Data arrival, critical path | `around 1.2 ns` |
| Worst reg2reg startpoint | `dff_inst_1.q[1]` |
| Num ports | `19` |
| Die Ht | `91 um` |
| Simple share | `0` |
| Post-Place Cells | `120` |
| Core area | `4820 sq um` |
| Pwr Density | `between 1500 and 2000 nW/um^2` |
| DRC violations left | `0` |
| EDFF count, synth | `0` |
| H-tree depth | `1` |
| Drt initial violations | `9` |
| First-pass GRT wire length | `about 2.2 mm` |
| Placed wire-length estimate | `1.04 mm` |
| Setup_tns | `-2.11 ns` |
| CP Launch Type | `flop` |
| Count leader, synth | `dfxtp_1` |
| Port Buf Inserts | `18` |
| Worst Skew | `0.00290 ns` |
| Synth flops | `24` |
| CP Max Fanout | `2` |
| Fin. Hold Viols | `0` |
| Register-to-Register Setup Slack | `0.67 ns` |
| Critical path class | `reg -> out` |
| Slowest CP cell | `mux4_2` |
| Worst path cell trace | `mux4_2 -> buf_2` |
| Die Wd | `91 um` |
| Synth area leader | `dfxtp_1` |
| Final cell count without fillers | `125` |
| Multiplexer share | `0.264` |
| Max-slew violation count | `0` |
| MaxCap Viol Count | `0` |
| CP max stage delay | `0.46 ns` |
| Slew HR | `0.899` |
| Cell family with most CP delay | `multiplexers` |
| DR pass1 iterations | `2` |
| FP Core Util | `0.142` |
| Max-area cell share | `0.703` |
| Cycle use final | `1.25` |
| Top cells, area | `dfxtp_1 (70%), mux4_2 (26%), buf_6 (3.3%)` |
| Worst slew pin tran | `0.151 ns` |
| Vias in the first global route | `415` |
| Min-Delay Endpoint | `dff_inst_1.q[1]` |
| Initial antenna violation count | `0` |
| Cts bufs inserted | `3` |
| Seq/Total Area, Yosys | `0.703` |
| WP buf/inv | `1` |
| HP Class | `in -> reg` |
| Largest net degree at the start of global routing | `14` |
| Tmin final | `1.38 ns` |
| Mean Syn Cell Area | `20.1 sq um` |
| Setup WS pre-CTS | `-0.954 ns` |
| Die area | `8280 sq um` |
layer usage:
layer | vias to the layer above | track usage | part of all wire
li1 | 174 | - | -
met1 | 166 | 0.0418 | 0.45
met2 | 15 | 0.0519 | 0.44
met3 | 0 | 0.0232 | 0.11
met4 | 0 | 0.00131 | 0
met5 | - | 0 | 0
repair_timing:
item,in CTS,in global routing
setup buffers,1,0
resized,39,6
hold buffers,0,0
setup endpoints to repair,8,8
worst max path at each step:
stage | startpoint | to | slack [ns] | cells past startpoint
CTS | dff_inst_2.q[6] | q[6] | -0.30 | 2
global route | dff_inst_2.q[6] | q[6] | -0.33 | 2
finish | dff_inst_2.q[6] | q[6] | -0.28 | 2
cell families (layout without fill, tap and decap cells):
kind of cell | after synthesis | after routing
buf+inv | 2 | 26
flops | 24 | 24
mux | 8 | 8
sequential cells by signal (all words and copies together), names as in the netlist:
signal,cells
dff_inst_3.q,8
dff_inst_2.q,8
dff_inst_1.q,8
cells in the final DEF (no fill, tap or decap), drive strengths merged:
| cell | synthesis | final |
|---|---|---|
| dfxtp | 24 | 24 |
| buf | 2 | 13 |
| dlygate4sd2 | 0 | 9 |
| mux4 | 8 | 8 |
| clkbuf | 0 | 4 |
cell type report:
cell class | count | area [sq um] | area share
Sequential cell | 24 | 488 | 0.492
Timing Repair Buffer | 22 | 185 | 0.187
Multi-Input combinational cell | 8 | 180 | 0.182
Tap cell | 67 | 83.8 | 0.0845
Clock buffer | 4 | 55.1 | 0.0555
report_power, final:
part | internal, mW | switching [mW] | leakage [nW]
sequential | 0.918 | 0.0173 | 0.203
clock | 0.318 | 0.248 | 0.0288
combinational | 0.102 | 0.0388 | 0.164
total | 1.34 | 0.304 | 0.396
Power is estimated from default activity; no workload was simulated.
